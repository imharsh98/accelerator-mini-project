--- /design/flow/config.mk ---
export PLATFORM = sky130hd
export DESIGN_NAME = PE
export DESIGN_NICKNAME = PE
export VERILOG_FILES = /design/flow/design.v
export SDC_FILE = /design/flow/constraint.sdc
export NUM_CORES = 4
export LEC_CHECK = 1
export CORE_UTILIZATION = 40
--- /design/flow/constraint.sdc ---
current_design PE

set clk_period 6.6
set clk_io_pct 0.2

create_clock -name clk0 -period $clk_period [get_ports {clk}]

set non_clock_inputs [all_inputs -no_clocks]
set_input_delay [expr $clk_period * $clk_io_pct] -clock clk0 $non_clock_inputs
set_output_delay [expr $clk_period * $clk_io_pct] -clock clk0 [all_outputs]
--- /design/flow/design.v ---
module PE #(
    parameter DATA_WIDTH = 16
)(
    input wire clk,
    input wire rst,
    input wire en,
    input wire mode_residual,  
    input wire signed [DATA_WIDTH-1:0] input_data,
    input wire signed [DATA_WIDTH-1:0] weight_data,
    input wire signed [DATA_WIDTH-1:0] residual_data,
    output reg signed [DATA_WIDTH-1:0] output_data
);
    reg signed [2*DATA_WIDTH-1:0] mac_result;
    wire signed [2*DATA_WIDTH-1:0] mult_result;
    assign mult_result = (input_data == 0) ? 0 : input_data * weight_data;
    always @(posedge clk or posedge rst) begin
        if (rst) begin
            mac_result <= 0;
            output_data <= 0;
        end else if (en) begin
            mac_result <= mac_result + mult_result;
            if (mode_residual)
                output_data <= mac_result[DATA_WIDTH-1:0] + residual_data;
            else
                output_data <= mac_result[DATA_WIDTH-1:0];
        end
    end
endmodule
--- /design/flow/run.sh ---
#!/bin/bash
# OpenROAD 26Q1-2900-gdf79404cd8, Yosys 0.63+post, stock flow scripts
make -C /OpenROAD-flow-scripts/flow DESIGN_CONFIG=/design/flow/config.mk WORK_HOME=/design/flow/orfs finish
==> results.toml <==
# generated from flow reports
[run_status]
status = "finished with violations"
failed_checks = "setup timing"

[hold_path]
hp-class = "reg2reg"
whs_path_depth = 1

[route]
dr.pass1.iters = 4
vias = 5481
drt_iter0_markers = 187
drtAntennaViolNets = 0
antennaDiodeCount = 0
via_per_inst = 4.689
wl_mm = 15.30
wl_per_cell_um = 13.09
drc_errors = 0

[layout]
lay_top_cells = "inv_1, buf_4, nand2_1, fa_1, ha_1"
syn2layout_area_growth_pct = 32.28
drive_gt1_share_pct = 23.18
fin_util_pct = 54.23
final_common_cell = "inv_1"

[synth]
yosys.area.top_type = "fa_1"
xor_share_pct = 8.338
adder_share_pct = 40.60
synthArstFlopShare_pct = 100.0
syn_area_mm2 = 0.006798
flop_cell = "dfrtp_1"
top_logic_kind = "adder cells"
postSynthCellCount = 786
ys_ff = 32
area_leaders = "fa_1, ha_1, dfrtp_1"
aoi_share_pct = 9.166
yosysChipArea_mm2 = 0.006798
ys_seq_share_pct = 11.78
synth_cell_type_count = 53
ys_sh_simple_pct = 16.86
synthMuxAreaShare_pct = 4.086
yosysTopAreaCellShare_pct = 23.85
yosys_cells = 786
yosysWarnings = 1
edf_count = 0
avgSynthCellArea_um2 = 8.649

[timing]
skew_ns = 0.004827
rsz0062_at_grt = "yes"
final-max-slew-violation-count = 0
layout_setup_ws_ns = -0.2376
finalSetupTns_ns = -0.6603
fin_crit_sh_pct = 103.6
tightest_slew_ns = 0.5468
setup_viol = 4
relSlewSlack_pct = 63.55
fmax_ghz = 0.1463
hold_violations = 0
finalCriticalPeriod_ns = 6.838

[setup_path]
crit_cells = 32
rr_startpoint = "mac_result[0]"
end_kind = "flip-flop"
cp.arrival_ns = 7.00
crit_path_start = "input_data[4]"
crit_slowest_cell = "fa_1"
path_buffers = 9
cp_data_required_time_ns = 6.76
r2r-end = "output_data[14]"
cpPeakStageDelay_ns = 0.54
cp_max_fo = 7
reg2reg_depth = 13
crit_path_end = "mac_result[15]"
cp_top_family = "adder cells"
cp_common_cell = "inv_2"
setup.worst_path.class = "in2reg"
startpoint_type = "input pin"
r2r_setup_slack_ns = 3.54

[die]
die_height_um = 132.4
core_area_mm2 = 0.01658
fp-utilization_pct = 40.99
fp-row-count = 47
die_x_um = 132.4
die-area_mm2 = 0.01752
io_pins = 68

[placement]
hpwl_mm = 12.62
gp_congestion = 0.8725
preCtsSetupSlack_ns = -1.082
port_buffers = 67

[clocking]
htreeDepth = 2
clk_latency_ns = 0.28
root_buffer = "clkbuf_16"
cts.sinks = 32
tritoncts = "built"
clk_pin_slew_ns = 0.05
clock_path_buffers = 2
postCtsHoldBufs = 0
cts_made_buffers = 5

[global_route]
track_usage_pct = 19.06
grt_pass1_vias = 5342
grt_overflow = 0
grt_start_max_net_pins = 51
grt_antenna_before_repair = 0
grt_pass1_wl_mm = 25.88

[run]
warning_count = 28
cap_violations = 0
-- logic make-up after synthesis --
kind of cell | after synthesis
DFF | 32
AOI/OAI and AO/OA | 93
and+or+nand+nor | 235
buffers and inverters | 165
adders and majority gates | 172
muxes | 26
xor gates and xnor gates | 63
-- through the flow --
| stage | hold WS, ns | cells | area [um2] |
|---|---|---|---|
| floorplan | 0.4390 | 786 | 6980 |
| global placement | 0.4852 | 1143 | 8457 |
| detailed placement | 0.4799 | 1143 | 8457 |
| CTS | 0.4915 | 1163 | 8808 |
| global route | 0.5101 | 1169 | 8992 |
| finish | 0.4891 | 1169 | 8992 |
-- flip-flops by register name (all words and copies together), names as in the netlist --
name	cells
mac_result	16
output_data	16
-- cell usage after synthesis, types with 4 or more instances --
| cell type | count |
|---|---|
| dfrtp_1 | 32 |
| nor2b_1 | 7 |
| fa_1 | 81 |
| o21a_1 | 5 |
| ha_1 | 91 |
| nor2_1 | 44 |
| o21ai_1 | 4 |
| mux2_2 | 14 |
| xnor2_1 | 40 |
| nand2_1 | 87 |
| a21o_1 | 10 |
| and2_1 | 68 |
| a211oi_1 | 4 |
| nand4_1 | 4 |
| mux2i_1 | 12 |
| o21ai_0 | 10 |
| nor3_1 | 6 |
| nor4_1 | 4 |
| clkbuf_1 | 18 |
| a21oi_1 | 36 |
| inv_1 | 140 |
| xor2_1 | 21 |
-- area by class of cell --
| class | count | area [um2] |
|---|---|---|
| Fill cell | 1510 | 7591 |
| Sequential cell | 32 | 800.8 |
| Tap cell | 220 | 275.3 |
| Multi-Input combinational cell | 589 | 5722 |
| Timing Repair Buffer | 180 | 1513 |
| Clock buffer | 7 | 152.6 |
| Inverter | 141 | 529.3 |
-- layer usage --
metal	vias up	global-route usage (%)	wire length (um)
met3	8	4.986	1102
met5	-	0	0
met2	111	27.11	6472
met1	2542	31.56	7646
li1	2820	-	-
met4	0	1.022	80
-- how the worst min path moves through the flow --
| stage | startpoint | end | slack [ns] |
|---|---|---|---|
| 4_1_cts | output_data[15] | output_data[15] | 0.49 |
| 5_1_grt | output_data[15] | output_data[15] | 0.51 |
| 6_report | output_data[15] | output_data[15] | 0.49 |
-- repair_timing --
item                       in CTS  in global routing
cloned                          0                  0
pin swaps                      46                 51
buffers inserted               13                  6
resized                        91                 47
hold endpoints to repair        0                  0
setup endpoints to repair       7                  7
